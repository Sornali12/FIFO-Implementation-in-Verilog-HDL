==> /design/flow/design.v <==
module Asynchronous_FIFO #(parameter DEPTH=16, DATA_WIDTH=8) (
  input w_clk, r_clk, w_rst, r_rst,                
  input w_en, r_en,                                
  input [DATA_WIDTH-1:0] w_data,                   
  output reg [DATA_WIDTH-1:0] r_data,              
  output full, empty                               
);
  parameter PTR_WIDTH = $clog2(DEPTH);             
  wire [PTR_WIDTH:0] w_ptr, r_ptr, gw_ptr, gr_ptr, gr_ptr_s, gw_ptr_s;           
  reg [DATA_WIDTH-1:0] FIFO[0:DEPTH-1];            
  always@(posedge w_clk)
    begin
      if(w_en & !full & !w_rst)                    
        begin
          FIFO[w_ptr[PTR_WIDTH-1:0]] <= w_data;
        end
    end
  always@(posedge r_clk) 
    begin
      if(r_en & !empty & !r_rst)                   
        begin
          r_data <= FIFO[r_ptr[PTR_WIDTH-1:0]];
        end
      else r_data <= 0;
    end
  read_ptr_sync s1 (.gr_ptr_s(gr_ptr_s), .gr_ptr(gr_ptr), .w_clk(w_clk), .w_rst(w_rst));
  write_full w1 (.full(full), .bw_ptr(w_ptr), .gw_ptr(gw_ptr), .gr_ptr_s(gr_ptr_s), .w_en(w_en), .w_clk(w_clk), .w_rst(w_rst));
  write_ptr_sync s2 (.gw_ptr_s(gw_ptr_s), .gw_ptr(gw_ptr), .r_clk(r_clk), .r_rst(r_rst));
  read_empty r1 (.empty(empty), .br_ptr(r_ptr), .gr_ptr(gr_ptr), .gw_ptr_s(gw_ptr_s), .r_en(r_en), .r_clk(r_clk), .r_rst(r_rst));
endmodule
module read_ptr_sync #(parameter PTR_WIDTH = 4) (
  output reg [PTR_WIDTH:0] gr_ptr_s,                
  input [PTR_WIDTH:0] gr_ptr,                       
  input w_clk, w_rst                                
);
  reg [PTR_WIDTH:0] wq1;
  always @(posedge w_clk or posedge w_rst)
    begin
      if (w_rst)
        begin
           gr_ptr_s <= 0;
           wq1 <= 0;
        end
      else 
        begin
           gr_ptr_s <= wq1;                         
           wq1 <= gr_ptr;      
        end
    end
endmodule
module write_ptr_sync #(parameter PTR_WIDTH = 4) (
  output reg [PTR_WIDTH:0] gw_ptr_s,                
  input [PTR_WIDTH:0] gw_ptr,                       
  input r_clk, r_rst                                
);
  reg [PTR_WIDTH:0] rq1;
  always @(posedge r_clk or posedge r_rst)
    begin
      if (r_rst) 
        begin
           gw_ptr_s <= 0;
           rq1 <= 0;
        end
      else
        begin
            gw_ptr_s <= rq1;                        
            rq1 <= gw_ptr;
        end
    end
endmodule
module read_empty #(parameter PTR_WIDTH = 4) (
  output reg empty,                                        
  output reg [PTR_WIDTH:0] br_ptr,                  
  output reg [PTR_WIDTH:0] gr_ptr,                  
  input [PTR_WIDTH :0] gw_ptr_s,                    
  input r_en, r_clk, r_rst
);
  wire [PTR_WIDTH:0] gr_ptr_nxt, br_ptr_nxt;        
  always @(posedge r_clk or posedge r_rst)
    begin
      if (r_rst) {br_ptr, gr_ptr} <= 10'd0; 
      else {br_ptr, gr_ptr} <= {br_ptr_nxt, gr_ptr_nxt};       
    end
  assign br_ptr_nxt = br_ptr + (r_en & ~empty);                
  assign gr_ptr_nxt = (br_ptr_nxt>>1) ^ br_ptr_nxt;            
  assign empty_val = (gr_ptr_nxt == gw_ptr_s);
  always @(posedge r_clk or posedge r_rst)
    begin
      if (r_rst) empty <= 1'b1;
      else empty <= empty_val;                                 
    end
endmodule
module write_full #(parameter PTR_WIDTH = 4) (
  output reg full,
  output reg [PTR_WIDTH:0] bw_ptr,                  
  output reg [PTR_WIDTH :0] gw_ptr,                 
  input [PTR_WIDTH :0] gr_ptr_s,                    
  input w_en, w_clk, w_rst
);
  wire [PTR_WIDTH:0] gw_ptr_nxt, bw_ptr_nxt;        
  wire full_val;
  always @(posedge w_clk or posedge w_rst)
    begin
      if (w_rst) {bw_ptr, gw_ptr} <= 10'd0;
      else {bw_ptr, gw_ptr} <= {bw_ptr_nxt, gw_ptr_nxt};       
    end
  assign bw_ptr_nxt = bw_ptr + (w_en & ~full);                 
  assign gw_ptr_nxt = (bw_ptr_nxt>>1) ^ bw_ptr_nxt;            
  assign full_val = (gw_ptr_nxt == {~gr_ptr_s[PTR_WIDTH:PTR_WIDTH-1], gr_ptr_s[PTR_WIDTH-2:0]});
  always @(posedge w_clk or posedge w_rst)
    begin
      if (w_rst) full <= 1'b0;
      else full <= full_val;                                   
    end
endmodule
==> /design/flow/run.sh <==
#!/bin/bash
# OpenROAD 26Q1-2900-gdf79404cd8, Yosys 0.63+post, stock flow scripts
make -C /OpenROAD-flow-scripts/flow DESIGN_CONFIG=/design/flow/config.mk WORK_HOME=/design/flow/orfs finish
==> /design/flow/config.mk <==
export PLATFORM = sky130hd
export DESIGN_NAME = Asynchronous_FIFO
export DESIGN_NICKNAME = Asynchronous_FIFO
export VERILOG_FILES = /design/flow/design.v
export SDC_FILE = /design/flow/constraint.sdc
export NUM_CORES = 4
export LEC_CHECK = 1
export CORE_UTILIZATION = 50
==> /design/flow/constraint.sdc <==
current_design Asynchronous_FIFO

set clk_period 3.4
set clk_io_pct 0.2

create_clock -name clk0 -period $clk_period [get_ports {r_clk}]
create_clock -name clk1 -period $clk_period [get_ports {w_clk}]

set non_clock_inputs [all_inputs -no_clocks]
set_input_delay [expr $clk_period * $clk_io_pct] -clock clk0 $non_clock_inputs
set_output_delay [expr $clk_period * $clk_io_pct] -clock clk0 [all_outputs]
==> impl_metrics.yaml <==
# synthesis and place-and-route metrics
sta:
  clock-skew-final_ns: 0.00815
  grt_setup_unrepaired: "no"
  drv_slew: 0
  tightest_slew_ns: 0.725
  setup_ws_ns: 0.739
  fin_tns_setup_ns: 0
  setup_viol: 0
  relSlewSlack_pct: 51.5
  whs_ns: 0.219
  hold_viol: 0
route:
  dr.pass1.iters: 4
  ant_nets: 0
  wire_per_inst_um: 21.4
  vias: 3093
  antennaDiodeCount: 0
  viasPerCell: 5.46
  wl_um: 12100
  route.detailed.drc: 0
  drtIter0Drc: 298
critical_path:
  critPathSlowestCell: "clkdlybuf4s50_1"
  cp.arrival_ns: 2.96
  start_kind: "input port"
  rrSetupSlack_ns: 1.07
  worstPathCellList: "clkdlybuf4s50_1, nor2b_1, ha_1, ha_1, nand3_1, xor2_1, xnor3_1, a2111oi_2"
  required_ns: 3.70
  path_common_cell: "ha_1"
  slowest_delay_ns: 0.46
  worstSetupPathType: "in -> reg"
  end_kind: "register"
  cp_max_fo: 4
logic_synthesis:
  synth_cells: 330
  yosysWarnings: 6
  yosys_area_um2: 6590
  flop_cell: "edfxtp_1"
  edf_count: 128
  ys_ff: 176
  synth.avg_cell_area_um2: 20.0
  ys_cells: 330
  syn_area_um2: 6590
  ys_seq_share_pct: 75.9
  synth.distinct_cells: 36
  synthArstFlopShare_pct: 22.7
power_and_ir_drop:
  p_per_area_nw_per_um2: 867
  ir_drop_mv: 0.614
  power.leakage_nw: 2.73
floorplan:
  chipArea_um2: 13600
  fp_util_pct: 51.8
  core-area_um2: 12700
  fp.dieH_um: 117
  io_pins: 24
  std_cell_rows: 41
  fp.dieW_um: 117
grt:
  busiest_layer: "met1"
  grt_overflow: 0
  antenna_found_initial: 0
  grt_usage_pct: 21.7
  met3_usage_pct: 11.5
  use_met1_pct: 32.7
  met2_usage_pct: 32.5
  grt_pass1_vias: 3395
  grt_pass1_wl_um: 18600
  grt_max_degree: 34
layout:
  drive_above_1_share_pct: 21.6
  area_growth_pct: 17.6
  finish.utilization_pct: 60.9
  fillers: 935
  logic_area_um2: 1490
  seq_area_um2: 5010
flow_run:
  max_cap_violations: 0
  warnings: 27
clock_network:
  cts_tree: "done"
  hold_buffers: 0
  cts_setup_buffers: 0
  ctsResizeCount: 0
  clock-sinks: 176
  path_clk_slew_ns: 0.07
placement:
  gp_congestion: 0.833
  portBuffers: 22
  dpl_worst_slack_ns: 0.325
  dp_hpwl_um: 7530
run_status:
  outcome: "finished clean"
min_path:
  hold_path.class: "reg -> reg"
## per-stage QoR
stage	instances	cell area, um2	power, mW
final	566	7750	6.72
after global routing	566	7750	7.07
after CTS	566	7750	6.82
after detailed placement	531	7110	4.73
after global placement	531	7110	4.74
after floorplan	330	6590	4.21
## synth_stat cells, types with 2 or more instances
library cell | count | area, um2
nand3_1 | 5 | 25.0
or3_1 | 4 | 25.0
nand2b_1 | 2 | 12.5
nor2_1 | 16 | 60.1
mux4_2 | 32 | 721
a21oi_1 | 8 | 40.0
dfrtp_1 | 39 | 976
clkbuf_1 | 3 | 11.3
a22oi_1 | 17 | 128
nor3_1 | 4 | 20.0
inv_1 | 9 | 33.8
buf_1 | 3 | 11.3
buf_2 | 6 | 30.0
ha_1 | 5 | 62.6
xnor3_1 | 3 | 67.6
xnor2_1 | 5 | 43.8
xor2_1 | 11 | 96.3
edfxtp_1 | 128 | 3840
nor2b_1 | 3 | 18.8
dfxtp_1 | 8 | 160
nand2_1 | 4 | 15.0
## metal layers
metal | wire, um | share of wire, %
met5 | 0 | 0
met4 | 153 | 1.3
met3 | 1230 | 10
met2 | 5840 | 48
met1 | 4870 | 40
## cell families (layout without fill, tap and decap cells)
logic type                 Yosys count  after routing  share of synthesized area [%]
xor gates and xnor gates            22             22                           4.18
and+or+nand+nor                     45             45                           3.49
adders and majority gates            5              5                          0.949
muxes                               32             32                           10.9
DFF                                176            176                           75.9
AOI/OAI and AO/OA                   28             28                           3.02
buffers and inverters               22             86                           1.48
## layout make-up
cell class	instances	area share, %
Tap cell	172	2.78
Clock buffer	27	6.79
Timing Repair Buffer	42	4.78
Inverter	9	0.436
Multi-Input combinational cell	132	19.2
Clock inverter	8	1.45
Sequential cell	176	64.6
## critical path, delay by kind of cell
| family | cells | cell delay (ns) |
|---|---|---|
| compound gates | 1 | 0.33 |
| simple gates | 2 | 0.37 |
| fa+ha+maj | 2 | 0.44 |
| buf+inv | 1 | 0.46 |
| xor+xnor | 2 | 0.66 |
## worst paths after layout
kind / startpoint / to / cells past startpoint
worst max register to register: w1.full / w1.full / 7
worst min-delay path: r1.gr_ptr[3] / s1.wq1[3] / 0
worst max-delay path: w_en / w1.full / 8
min in group clk0: s2.rq1[2] / s2.gw_ptr_s[2] / 0
worst min register to register: r1.gr_ptr[3] / s1.wq1[3] / 0
max in group asynchronous: r_rst / r1.empty / 3
max in group clk0: r_en / r1.empty / 7
min in group asynchronous: w_rst / w1.bw_ptr[0] / 3
## cell usage in the layout, fill, tap and decap left out, types with 8 or more instances in the layout
master           synthesis  routed
xor2_1                  11      11
clkdlybuf4s50_1          0      22
inv_1                    9       9
buf_4                    0      20
edfxtp_1               128     128
clkbuf_16                0      20
a22oi_1                 17      17
mux4_2                  32      32
dfrtp_1                 39      38
a21oi_1                  8       8
nor2_1                  16      16
dfxtp_1                  8       8
## report_power, final
group / internal [mW] / total, mW / switching (mW)
clock: 1.30 / 2.06 / 0.758
combinational: 0.881 / 1.79 / 0.912
sequential: 2.68 / 2.87 / 0.192
total: 4.86 / 6.72 / 1.86
## state kept, by name, indices dropped and copies added, names as in the netlist
name,cells
FIFO,128
r1.br_ptr,4
r1.empty,1
r1.gr_ptr,5
r_data,8
s1.gr_ptr_s,5
s1.wq1,5
s2.gw_ptr_s,5
s2.rq1,5
w1.bw_ptr,4
w1.full,1
w1.gw_ptr,5
No activity file was given, so power comes from the tool's default toggle rates.
